--- design/flow/config.mk ---
export PLATFORM = sky130hd
export DESIGN_NAME = cnn_top
export DESIGN_NICKNAME = cnn_top
export VERILOG_FILES = /design/flow/design.v
export SDC_FILE = /design/flow/constraint.sdc
export NUM_CORES = 4
export LEC_CHECK = 1
export CORE_UTILIZATION = 40
--- design/flow/constraint.sdc ---
current_design cnn_top

set clk_period 4.7
set clk_io_pct 0.2

create_clock -name clk0 -period $clk_period [get_ports {clk}]

set non_clock_inputs [all_inputs -no_clocks]
set_input_delay [expr $clk_period * $clk_io_pct] -clock clk0 $non_clock_inputs
set_output_delay [expr $clk_period * $clk_io_pct] -clock clk0 [all_outputs]
--- design/flow/design.v ---
module batchnorm_scale_shift #
(
    parameter DATA_W = 8,
    parameter FRAC   = 4,
    parameter GAMMA  = (1<<FRAC),  
    parameter BETA   = 0           
)
(
    input  wire                     clk,
    input  wire                     rst,
    input  wire signed [DATA_W-1:0] in_data,
    input  wire                     in_valid,
    output reg  signed [DATA_W-1:0] out_data,
    output reg                      out_valid
);
    reg signed [DATA_W+7:0] mult, res;
    always @(posedge clk) begin
        if (rst) begin
            out_data  <= 0;
            out_valid <= 0;
        end else begin
            if (in_valid) begin
                mult = in_data * GAMMA;
                res  = (mult >>> FRAC) + BETA;
                out_data <= res[DATA_W-1:0];
                out_valid <= 1'b1;
            end else
                out_valid <= 1'b0;
        end
    end
endmodule
module cnn_top #
(
    parameter DATA_W = 8,
    parameter FRAC   = 4,
    parameter IMG_W  = 8
)
(
    input  wire                     clk,
    input  wire                     rst,
    input  wire                     in_valid,
    input  wire signed [DATA_W-1:0] pixel_in,
    output reg                      out_valid,
    output reg signed [DATA_W-1:0]  out_data
);
    wire lb_valid;
    wire signed [DATA_W-1:0] p00,p01,p02,p10,p11,p12,p20,p21,p22;
    reg  conv_in_valid;
    wire conv_out_valid;
    wire signed [DATA_W-1:0] conv_out_data;
    reg  bn_in_valid;
    wire bn_out_valid;
    wire signed [DATA_W-1:0] bn_out_data;
    reg  relu_in_valid;
    wire relu_out_valid;
    wire signed [DATA_W-1:0] relu_out_data;
    linebuffer_3x3 #(.DATA_W(DATA_W), .IMG_W(IMG_W)) lb (
        .clk(clk), .rst(rst),
        .in_valid(in_valid), .pixel_in(pixel_in),
        .out_valid(lb_valid),
        .p00(p00),.p01(p01),.p02(p02),
        .p10(p10),.p11(p11),.p12(p12),
        .p20(p20),.p21(p21),.p22(p22)
    );
    conv3x3_single_ch #(
        .DATA_W(DATA_W), .FRAC(FRAC),
        .W00(0),  .W01(-16), .W02(0),
        .W10(-16),.W11(64),  .W12(-16),
        .W20(0),  .W21(-16), .W22(0),
        .BIAS(0)
    ) conv (
        .clk(clk), .rst(rst), .in_valid(conv_in_valid),
        .p00(p00),.p01(p01),.p02(p02),
        .p10(p10),.p11(p11),.p12(p12),
        .p20(p20),.p21(p21),.p22(p22),
        .out_data(conv_out_data), .out_valid(conv_out_valid)
    );
    batchnorm_scale_shift #(.DATA_W(DATA_W), .FRAC(FRAC), .GAMMA(24), .BETA(4)) bn (
        .clk(clk), .rst(rst),
        .in_data(conv_out_data), .in_valid(bn_in_valid),
        .out_data(bn_out_data), .out_valid(bn_out_valid)
    );
    leaky_relu #(.DATA_W(DATA_W), .FRAC(FRAC), .A_NUM(1), .A_DEN(4)) lrelu (
        .clk(clk), .rst(rst),
        .in_data(bn_out_data), .in_valid(relu_in_valid),
        .out_data(relu_out_data), .out_valid(relu_out_valid)
    );
    always @(posedge clk) begin
        if (rst) begin
            conv_in_valid <= 0;
            bn_in_valid   <= 0;
            relu_in_valid <= 0;
            out_valid     <= 0;
            out_data      <= 0;
        end else begin
            conv_in_valid <= lb_valid;
            bn_in_valid <= conv_out_valid;
            relu_in_valid <= bn_out_valid;
            if (relu_out_valid) begin
                out_valid <= 1'b1;
                out_data  <= relu_out_data;
            end else begin
                out_valid <= 1'b0;
            end
        end
    end
endmodule
module conv3x3_single_ch #
(
    parameter DATA_W = 8,
    parameter FRAC   = 4,
    parameter W00=0,parameter W01=0,parameter W02=0,
    parameter W10=0,parameter W11=0,parameter W12=0,
    parameter W20=0,parameter W21=0,parameter W22=0,
    parameter BIAS=0
)
(
    input  wire                     clk,
    input  wire                     rst,
    input  wire                     in_valid,
    input  wire signed [DATA_W-1:0] p00,p01,p02,p10,p11,p12,p20,p21,p22,
    output reg  signed [DATA_W-1:0] out_data,
    output reg                      out_valid
);
    reg signed [DATA_W+12:0] acc;
    reg signed [DATA_W+7:0]  prod;
    always @(posedge clk) begin
        if (rst) begin
            out_valid<=0; out_data<=0;
        end else if (in_valid) begin
            acc=0;
            prod=p00*W00; acc=acc+prod;
            prod=p01*W01; acc=acc+prod;
            prod=p02*W02; acc=acc+prod;
            prod=p10*W10; acc=acc+prod;
            prod=p11*W11; acc=acc+prod;
            prod=p12*W12; acc=acc+prod;
            prod=p20*W20; acc=acc+prod;
            prod=p21*W21; acc=acc+prod;
            prod=p22*W22; acc=acc+prod;
            acc=acc+(BIAS<<<FRAC);
            out_data<=acc>>>FRAC;
            out_valid<=1;
        end else
            out_valid<=0;
    end
endmodule
module leaky_relu #
(
    parameter DATA_W = 8,
    parameter FRAC   = 4,
    parameter A_NUM  = 1,
    parameter A_DEN  = 4
)
(
    input  wire                     clk,
    input  wire                     rst,
    input  wire signed [DATA_W-1:0] in_data,
    input  wire                     in_valid,
    output reg  signed [DATA_W-1:0] out_data,
    output reg                      out_valid
);
    reg signed [DATA_W+7:0] prod;
    reg signed [DATA_W+7:0] scaled;    
    always @(posedge clk) begin
        if (rst) begin
            out_data  <= 0;
            out_valid <= 0;
        end
        else begin
            if (in_valid) begin
                if (in_data[DATA_W-1] == 1'b0) begin
                    out_data <= in_data;
                end
                else begin
                    prod = in_data * A_NUM;
                    if (A_DEN == 1)
                        scaled = prod;
                    else if (A_DEN == 2)
                        scaled = prod >>> 1;
                    else if (A_DEN == 4)
                        scaled = prod >>> 2;
                    else
                        scaled = prod / A_DEN;
                    out_data <= scaled[DATA_W-1:0];
                end
                out_valid <= 1'b1;
            end
            else begin
                out_valid <= 1'b0;
            end
        end
    end
endmodule
module linebuffer_3x3 #
(
    parameter DATA_W = 8,
    parameter IMG_W  = 8      
)
(
    input  wire                     clk,
    input  wire                     rst,
    input  wire                     in_valid,
    input  wire signed [DATA_W-1:0] pixel_in,
    output reg                      out_valid,
    output reg signed [DATA_W-1:0]  p00, p01, p02,
    output reg signed [DATA_W-1:0]  p10, p11, p12,
    output reg signed [DATA_W-1:0]  p20, p21, p22
);
    reg signed [DATA_W-1:0] line1 [0:IMG_W-1];
    reg signed [DATA_W-1:0] line2 [0:IMG_W-1];
    integer i;
    reg [15:0] col;  
    always @(posedge clk) begin
        if (rst) begin
            for (i=0; i<IMG_W; i=i+1) begin
                line1[i] <= 0;
                line2[i] <= 0;
            end
            col <= 0;
            out_valid <= 0;
            p00 <= 0; p01 <= 0; p02 <= 0;
            p10 <= 0; p11 <= 0; p12 <= 0;
            p20 <= 0; p21 <= 0; p22 <= 0;
        end
        else if (in_valid) begin
            line2[col] <= line1[col];
            line1[col] <= pixel_in;
            if (col >= 2) begin
                p00 <= line2[col-2];
                p01 <= line2[col-1];
                p02 <= line2[col];
                p10 <= line1[col-2];
                p11 <= line1[col-1];
                p12 <= line1[col];
                p20 <= 0;  
                p21 <= 0;
                p22 <= 0;
                out_valid <= 1'b1;
            end else begin
                out_valid <= 1'b0;
            end
            if (col == IMG_W-1)
                col <= 0;
            else
                col <= col + 1;
        end else begin
            out_valid <= 0;
        end
    end
endmodule
--- design/flow/run.sh ---
#!/bin/bash
# OpenROAD 26Q1-2900-gdf79404cd8, Yosys 0.63+post, stock flow scripts
make -C /OpenROAD-flow-scripts/flow DESIGN_CONFIG=/design/flow/config.mk WORK_HOME=/design/flow/orfs finish
==> impl_metrics.tcl <==
# place-and-route summary
set metrics [dict create \
    clock_path_buffers 3 \
    ys.flops 217 \
    die_area_sq_mm 0.0288 \
    tightest_slew_ns 0.839 \
    finalWirelength_um 24300 \
    drv_cap 0 \
    antenna_found_initial 0 \
    cts.htree.levels 1 \
    top_cells_by_area "edfxtp_1 (34%), dfxtp_1 (16%), mux4_2 (12%), nor2_1 (5.2%), and3_1 (3.7%)" \
    ys_cells 892 \
    relSlewSlack_pct 44.0 \
    cts_tree "built" \
    place_area_sq_mm 0.0118 \
    gp_congestion 0.887 \
    area_growth_syn_to_layout_pct 12.7 \
    post-dp-hpwl_um 15700 \
    end_kind "register" \
    avgRoutedWirePerCell_um 18.7 \
    initial_core_util_pct 41.2 \
    drive_above_1_share_pct 18.6 \
    num_rows 60 \
    cts_sinks 217 \
    drtAntennaViolNets 0 \
    first_pass_iters 4 \
    num-fill-cells 2401 \
    rsz0062_at_grt "no" \
    vias_per_cell 5.25 \
    yosysSeqAreaShare_pct 50.1 \
    layout_setup_ws_ns 1.19 \
    p_leak_nw 4.75 \
    fin_crit_sh_pct 74.6 \
    tool_warnings 30 \
    power_density_mw_per_mm2 431 \
    critPathMaxFanout 5 \
    cts-root-buf "clkbuf_16" \
    route.detailed.drc 0 \
    path_delay_family "adder cells" \
    die_h_um 170 \
    run_status "complete, no violations" \
    fin_skew_ns 0.0245 \
    ir_drop_uv 256 \
    yosysWarnings 5 \
    design_area_sq_mm 0.0127 \
    finalPower_mw 5.45 \
    insertion_delay_ns 0.53 \
    synthFlopType "edfxtp_1" \
    core_area_sq_mm 0.0273 \
    edf_count 128 \
    drv_slew 0 \
    synth_area_sq_mm 0.0112 \
    first_global_vias 7092 \
    arrival_ns 3.88 \
    avgSynthCellArea_sq_um 12.6 \
    grt_pass1_wl_um 39100 \
    most_common_cell "nor2_1" \
    netlist.top_cell.by_area "edfxtp_1" \
    synthArstFlopShare_pct 0 \
    synth.top_cells.by_count "nor2_1 (157), edfxtp_1 (128), dfxtp_1 (89), and3_1 (67), mux4_2 (60)" \
    synth_top_area_share_pct 34.2 \
    hold_path_class "register to register" \
    critPathBufInv 1 \
    critPathSlowestCell "fa_1" \
    die_w_um 170 \
    vias 6813 \
    setup_violations 0 \
    grt_overflow 0 \
    fin_util_pct 46.4 \
    worstSetupPathType "register to register" \
    clkTransAtPathRegs_ns 0.06 \
    clock.fmax_mhz 285 \
    hold_viol 0 \
    cp.required_ns 5.08 \
    start_kind "register" \
    drt_iter0_drc 468 \
    fin_tns_setup_ns 0 \
    cts_hold_buf 0 \
    pre_cts_slack_ns 1.17 \
    period_needed_ns 3.51 \
    grt_max_degree 53 \
    io_pins 20 \
    postCtsResizedCells 0 \
    port-buffer-count 19 \
    cp_cell_sequence "nor2_1, nor4b_1, xor2_1, fa_1, inv_1, fa_1, ha_1, o21ai_0, o21bai_1, a21oi_1, xnor3_1, mux2i_1, nor2_1" \
    synth-area-yosys_sq_mm 0.0112 \
    post-cts-setup-buffers 0 \
    grt_use_total_pct 19.0 \
    synth_cell_types 49 \
    diodes 0 \
    cts_inserted_buffers 25 \
    syn_inst 892 \
    slowest_delay_ns 0.45 \
]
==> registers in the layout, indices dropped and copies added (netlist names), 6 cells and up, named ones only <==
| signal | flops |
|---|---|
| bn.out_data | 8 |
| conv.out_data | 8 |
| lb.col | 16 |
| lb.line1 | 64 |
| lb.line2 | 64 |
| lb.p01 | 8 |
| lb.p10 | 8 |
| lb.p11 | 6 |
| lb.p12 | 8 |
| lrelu.out_data | 8 |
| out_data | 8 |
==> kinds of logic (layout without fill, tap and decap cells) <==
logic type / Yosys count / count (layout) / share of synthesized area (%)
AND-OR/OR-AND: 72 / 72 / 6.52
XOR/XNOR: 45 / 45 / 3.75
adder cells (fa/ha/maj): 44 / 44 / 5.84
buffers and inverters: 94 / 127 / 3.77
flip-flops: 217 / 217 / 50.1
multiplexers: 107 / 107 / 17.0
AND/OR/NAND/NOR: 313 / 313 / 13.0
==> per-layer routing <==
metal	up-vias	track usage, %	wire, um
met5	-	0	0
met4	0	4.58	731
met3	45	7.77	2160
met2	212	29.6	11300
met1	3258	25.9	10000
li1	3298	-	-
==> area by class of cell <==
class / count / area, sq um / share of cell area (%)
clock buffer: 32 / 703 / 5.56
clock inverter: 14 / 153 / 1.21
inverter: 38 / 143 / 1.13
multi-input combinational: 581 / 5190 / 41.1
sequential: 217 / 5630 / 44.5
tap: 372 / 465 / 3.68
timing repair buffer: 43 / 368 / 2.91
==> where the power goes <==
group / leakage (nW) / internal [mW] / switching, mW / total, mW
Clock: 0.425 / 1.22 / 0.778 / 2.00
Sequential: 2.05 / 2.10 / 0.0739 / 2.18
Combinational: 2.27 / 0.590 / 0.681 / 1.27
==> stage by stage <==
step           instances  hold WS (ns)
6_report            1297         0.437
3_3_place_gp        1251         0.417
3_5_place_dp        1251         0.425
4_1_cts             1297         0.442
5_1_grt             1297         0.461
2_1_floorplan        892         0.414
==> cell usage in the layout, fill, tap and decap left out, types with 2 or more instances in the layout <==
cell	Yosys	final
a211oi_1	14	14
a211oi_2	24	24
a21o_1	7	7
a21oi_1	6	6
a311oi_2	8	8
and3_1	67	67
buf_4	3	25
bufinv_16	0	3
clkbuf_1	30	3
clkbuf_16	0	26
clkbuf_8	0	3
clkdlybuf4s50_1	0	18
clkinv_1	1	4
clkinv_2	0	5
dfxtp_1	89	88
edfxtp_1	128	128
fa_1	14	14
ha_1	30	30
inv_1	37	37
inv_6	0	2
mux2i_1	39	39
mux2i_4	7	7
mux4_2	60	60
nand2_1	41	41
nand2b_1	5	5
nand3_1	7	7
nand4_1	3	3
nor2_1	157	157
nor2b_1	12	11
nor3_1	9	9
nor3b_1	3	3
nor4_1	3	3
o21ai_0	4	4
o21bai_1	2	2
xnor2_1	21	21
xnor3_1	2	2
xor2_1	22	21
==> path summary, 6_finish.rpt <==
path	start	to	slack, ns	cells after the start
setup / recovery	lb.p10[2]	conv.out_data[7]	1.19	13
hold / removal	bn.out_valid	relu_in_valid	0.44	1
setup reg to reg	lb.p10[2]	conv.out_data[7]	1.19	13
hold reg to reg	bn.out_valid	relu_in_valid	0.44	1
Power figures rest on the tool's default switching activity, not on a simulated workload.
