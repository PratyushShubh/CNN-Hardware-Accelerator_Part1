`design/flow/constraint.sdc`:
```
current_design fc_dotprod

set clk_period 5.9
set clk_io_pct 0.2

create_clock -name clk0 -period $clk_period [get_ports {clk}]

set non_clock_inputs [all_inputs -no_clocks]
set_input_delay [expr $clk_period * $clk_io_pct] -clock clk0 $non_clock_inputs
set_output_delay [expr $clk_period * $clk_io_pct] -clock clk0 [all_outputs]
```
`design/flow/design.v`:
```
module fc_dotprod #
(
    parameter DATA_W=8,
    parameter FRAC=4,
    parameter N=8,
    parameter W0=16,W1=32,W2=48,W3=64,W4=80,W5=96,W6=112,W7=128,
    parameter BIAS=0
)
(
    input  wire                     clk,
    input  wire                     rst,
    input  wire                     in_valid,
    input  wire signed [DATA_W-1:0] in_data,
    output reg  signed [DATA_W-1:0] out_data,
    output reg                      out_valid
);
    integer i;
    reg signed [DATA_W+16:0] acc;
    reg signed [DATA_W+7:0]  prod;
    reg [3:0] count;
    function integer get_weight;
        input integer idx;
        begin
            case(idx)
                0:get_weight=W0;1:get_weight=W1;2:get_weight=W2;3:get_weight=W3;
                4:get_weight=W4;5:get_weight=W5;6:get_weight=W6;7:get_weight=W7;
                default:get_weight=0;
            endcase
        end
    endfunction
    always @(posedge clk) begin
        if(rst) begin
            acc<=0;count<=0;out_valid<=0;
        end else begin
            if(in_valid) begin
                prod=in_data*get_weight(count);
                acc=acc+prod;
                count<=count+1;
                out_valid<=0;
            end else if(count!=0) begin
                acc=acc+(BIAS<<<FRAC);
                out_data<=acc>>>FRAC;
                out_valid<=1;
                acc<=0;count<=0;
            end else
                out_valid<=0;
        end
    end
endmodule
```
`design/flow/config.mk`:
```
export PLATFORM = sky130hd
export DESIGN_NAME = fc_dotprod
export DESIGN_NICKNAME = fc_dotprod
export VERILOG_FILES = /design/flow/design.v
export SDC_FILE = /design/flow/constraint.sdc
export NUM_CORES = 4
export LEC_CHECK = 1
export CORE_UTILIZATION = 40
```
`design/flow/run.sh`:
```
#!/bin/bash
# OpenROAD 26Q1-2900-gdf79404cd8, Yosys 0.63+post, stock flow scripts
make -C /OpenROAD-flow-scripts/flow DESIGN_CONFIG=/design/flow/config.mk WORK_HOME=/design/flow/orfs finish
```
==> flow_summary_export.csv <==
group,metric,value,unit
run_status,status,"finished, final reports clean",
timing,fin_skew,0.00228,ns
synth,synth_cells,197,
critical_path,arrival,5.58,ns
timing,slew_headroom,0.667,
global_route,grt_max_degree,14,
pwr,p_per_area,260,nW/um^2
die,chip_area,5110,um^2
placement,gp_congestion,0.816,
drt,routed_via_density,4.59,
global_route,antenna_found_initial,0,
flow_run,max_cap_violations,0,
placement,dp_hpwl,2.58,mm
synth,synthesis.area,1930,um^2
timing,rsz0062_at_grt,"no",
timing,period_used_share,0.918,
drt,drt-wirelength-per-cell,11.2,um
cells_and_area,areaGrowthSynthToFinish,16.1,%
critical_path,worst-setup-path-type,"in2reg",
placement,portBuffers,19,
drt,wl,3.05,mm
placement,dpl.cell_count,268,
clocking,cts_tree,"done",
global_route,first_global_vias,1169,
timing,hold_viol_final,0,
drt,diodes,0,
cells_and_area,fin_cells,272,
timing,worst_pin_slew,0.498,ns
synth,synth-seq-cells,25,
timing,finalSetupTns,0,ns
die,die.size.y,71.5,um
timing,finalSetupViolCount,0,
global_route,track_usage,0.135,
drt,ant_nets,0,
synth,synth_cell_types,24,
cells_and_area,regArea,581,um^2
clocking,cts_setup_buffers,0,
pwr,seqPwrFrac,0.368,
clocking,clockRootBuffer,"clkbuf_8",
global_route,gr-total-overflow,0,
critical_path,worstPathMaxFanout,4,
timing,period_needed,5.42,ns
flow_run,tool_warnings,27,
pwr,power_frac_clock,0.172,
cells_and_area,final_cell_mix,"ha_1 (27), inv_1 (25), and2_1 (19), clkdlybuf4s50_1 (19), nand2_1 (18)",
synth,ys_warn_count,1,
pwr,p_leak,1.01,nW
clocking,holdBufCountCts,0,
clocking,htreeDepth,1,
synth,yosysSeqAreaShare,0.301,
critical_path,crit_path_end_kind,"flip-flop",
synth,syn_avg_cell_area,9.81,um^2
pwr,vdd_ir_drop_max,0.000159,V
drt,via_count,1249,
clocking,cts_resized,0,
cells_and_area,drive_gt1_frac,0.0318,
clocking,path_clk_slew,0.08,ns
synth,yosysChipArea,1930,um^2
drt,dr.pass1.iters,4,
die,rows,24,
die,core_area,4500,um^2
cells_and_area,layout_top_cell,"ha_1",
timing,slew_violations,0,
pwr,switching_share,0.337,
cells_and_area,comb_area,1250,um^2
clocking,clock_path_buffers,2,
clocking,clock_latency,0.26,ns
die,initial_utilization,0.429,
drt,drc,0,
global_route,grt_pass1_wl,5.31,mm
critical_path,worstPathRequired,6.06,ns
pwr,p_sw,197,uW
critical_path,startpoint_type,"input port",
drt,drtIter0Drc,28,
pwr,p_int,387,uW
cells_and_area,fillers,432,
die,ios,20,
synth,ys_cells,197,
clocking,cts_sinks,25,
timing,fmax,0.185,GHz
pwr,comb_power_share,0.460,
die,die_width,71.5,um
worst_hold_path,min_path_type,"reg2reg",
clocking,cts_buffers,3,
[logic make-up after synthesis]
group	after synthesis	synth area share
simple gates	64	0.170
fa+ha+maj	41	0.320
buf+inv	28	0.0544
flops	25	0.301
compound gates	21	0.0661
xor+xnor	18	0.0887
[routing by layer]
layer  up-vias  GRT usage  routed length (um)
met4         0    0.00436                   5
met2        14      0.200                1350
li1        677          -                   -
met3         2     0.0228                  87
met5         -          0                   0
met1       556      0.232                1600
[per-stage QoR]
step	util	power, mW	area, um^2	setup WS, ns	hold WS [ns]
after floorplan	-	0.432	1930	0.865	0.437
after global placement	0.488	0.490	2200	0.222	0.454
after detailed placement	0.488	0.491	2200	0.178	0.452
after CTS	0.498	0.591	2240	0.458	0.469
after global routing	0.498	0.640	2240	0.344	0.484
final	0.498	0.584	2240	0.485	0.466
[critical path, stage by stage]
cell and delay [ns]:
clkdlybuf4s50_1 0.46, and2_1 0.18, fa_1 0.38, inv_1 0.07
fa_1 0.42, fa_1 0.48, inv_1 0.05, fa_1 0.47
ha_1 0.24, fa_1 0.44, ha_1 0.22, or4_1 0.47
a31oi_1 0.24, xnor2_1 0.10, a22o_1 0.17
[path summary, 6_finish.rpt]
path | startpoint | end | slack, ns | cells past startpoint
worst max-delay path | in_data[1] | acc[11] | 0.48 | 15
worst min-delay path | acc[8] | out_data[4] | 0.47 | 0
worst min register to register | acc[8] | out_data[4] | 0.47 | 0
worst max register to register | count[3] | acc[11] | 1.08 | 15
[power by group through the flow]
stage / sequential (mW) / clock [mW] / combinational (mW)
CTS: 0.215 / 0.103 / 0.273
global route: 0.217 / 0.113 / 0.310
finish: 0.215 / 0.100 / 0.269
[synth_stat cells, drive strengths merged]
| library cell | n | area (um^2) |
|---|---|---|
| a21o | 3 | 22.5 |
| nor2b | 7 | 43.8 |
| a21oi | 5 | 28.8 |
| xnor3 | 1 | 22.5 |
| nand2b | 5 | 31.3 |
| a31oi | 1 | 6.26 |
| ha | 27 | 338 |
| nand3 | 1 | 5.00 |
| edfxtp | 8 | 240 |
| a22o | 2 | 17.5 |
| xnor2 | 12 | 105 |
| inv | 25 | 93.8 |
| nor2 | 8 | 30.0 |
| nand2 | 18 | 67.6 |
| dfxtp | 17 | 340 |
| nor3 | 5 | 25.0 |
| or4 | 1 | 7.51 |
| xor2 | 5 | 43.8 |
| o31ai | 1 | 7.51 |
| clkbuf | 3 | 11.3 |
| and2 | 19 | 119 |
| fa | 14 | 280 |
| o21ai | 9 | 45.0 |
[layout make-up]
cell class,instances,area share
multi-input combinational,144,0.555
sequential,25,0.259
timing repair buffer,22,0.0948
inverter,25,0.0418
tap,52,0.0290
clock buffer,4,0.0201
Power is estimated from default activity; no workload was simulated.
